==> run.sh <==
#!/bin/bash
# OpenROAD 26Q1-2900-gdf79404cd8, Yosys 0.63+post, stock flow scripts
make -C /OpenROAD-flow-scripts/flow DESIGN_CONFIG=/design/flow/config.mk WORK_HOME=/design/flow/orfs finish
==> config.mk <==
export PLATFORM = sky130hd
export DESIGN_NAME = registerfinal
export DESIGN_NICKNAME = registerfinal
export VERILOG_FILES = /design/flow/design.v
export SDC_FILE = /design/flow/constraint.sdc
export NUM_CORES = 4
export LEC_CHECK = 1
export CORE_AREA = 10 10 80 80
export DIE_AREA = 0 0 90 90
==> constraint.sdc <==
current_design registerfinal

set clk_period 1.0
set clk_io_pct 0.2

create_clock -name clk0 -period $clk_period [get_ports {clock}]

set non_clock_inputs [all_inputs -no_clocks]
set_input_delay [expr $clk_period * $clk_io_pct] -clock clk0 $non_clock_inputs
set_output_delay [expr $clk_period * $clk_io_pct] -clock clk0 [all_outputs]
==> design.v <==
module registerfinal(clock, reset, in_final, out_final);
input clock, reset;
input [31:0] in_final;
output [31:0] out_final;
reg[31:0] out_final;
always@(posedge clock or negedge reset)
begin
 if (reset==0)
 out_final=8'b00000000;
 else
 out_final=in_final;
 end
 endmodule 
==> qor.yml <==
outcome:
  outcome: "completed"
placement:
  place_hpwl_mm: 1.92
  place_worst_setup_slack_ps: 12.4
  placed_area_um2: 1560
  routabilityCongestion: 0.673
  io_buffer_count: 65
worst_setup_path:
  cp-start-kind: "flop"
  crit_required_ps: 800
  slowest_stage: "dfrtp_1"
  crit_path_max_incr_delay_ps: 360
  crit_type: "flop to output port"
  path_cells: "buf_2"
  cpLargestDelayFamily: "flip-flops"
  cp.buffers_inverters: 1
  crit_path_end_kind: "output port"
  crit_arrival_ps: 750
  crit_path_max_fanout: 1
routing:
  wl_mm: 2.32
  viasPerCell: 3.13
  ant_nets: 0
  post_drt_wl_per_cell_um: 13.3
  drt_iter0_drc: 4
  drt_pass1_iterations: 2
  via_count: 544
  drcViolationCount: 0
synth:
  mux_area_share_pct: 0
  ff_type: "dfrtp_1"
  area_leaders: "dfrtp_1"
  yosys-top-cells-count: "dfrtp_1"
  syn-instance-count: 32
  synth_flop_count: 32
  largest_area_cell: "dfrtp_1"
  ys_cells: 32
  synth_async_sr_flop_share_pct: 100
  synth.distinct_cells: 1
  synth_top_cell_by_count: "dfrtp_1"
  yosysChipArea_um2: 801
  ys_seq_share_pct: 100
  aoi_share_pct: 0
  yosysWarnings: 1
  fa_ha_area_share_pct: 0
  yosys.area.top_type_share_pct: 100
  synth-edff-count: 0
  simple_gate_share_pct: 0
  syn_area_um2: 801
  syn_avg_cell_area_um2: 25.0
  synth_xor_xnor_area_share_pct: 0
layout:
  logic_gates: 0
  drive_gt1_share_pct: 37.7
  largest_register_ffs: 32
  final_area_um2: 1510
  layout.area.comb_um2: 0
  syn2layout_area_growth_pct: 88.0
  fill_cells: 469
  final_core_util_pct: 31.9
die:
  fp.dieW_um: 90
  io-pin-count: 66
  fp_util_pct: 17.0
  die_y_um: 90
  core-area_um2: 4720
  dieArea_um2: 8100
  rows: 25
timing:
  min_period_ps: 951
  fmax_mhz: 1050
  hold_slack_ps: 281
  timing.final.crit_share_pct: 95.1
  worstMarginPinSlew_ps: 166
  setup_slack_ps: 48.7
  slew_viol_final: 0
  finalHoldViolCount: 0
  setup_viol: 0
  tns_ps: 0
  rsz0062_at_grt: "false"
  max_slew_margin_pct: 88.9
power_and_ir_drop:
  ir_drop_uv: 429
  p_per_area_nw_per_um2: 1830
  power_leakage_nw: 0.692
clock_tree:
  root_buffer: "clkbuf_8"
  clk_pin_slew_ps: 60
  cts_sinks: 32
  holdBufCountCts: 0
  cts_buffer_depth: 2
  htree_levels: 2
  cts_buffers: 5
  cts_tree: "built"
global_routing:
  antenna_found_initial: 1
  grt_max_degree: 33
  grt_pass1_vias: 602
  overflow: 0
  grt_pass1_wl_mm: 3.47
  track_usage_pct: 5.56
worst_hold_path:
  hp-class: "input port to async pin"
run:
  warnings: 25
  cap_violations: 0
[cell type report]
class / count / area, µm² / area share (%)
flip-flops and latches: 32 / 801 / 53.2
repair buffers: 66 / 510 / 33.9
well taps: 67 / 83.8 / 5.57
clock buffers: 6 / 72.6 / 4.82
clock inverters: 2 / 35.0 / 2.33
diodes: 1 / 2.50 / 0.166
[logic make-up (layout without fill, tap and decap cells)]
group | count (synthesis) | after routing
buffers and inverters | 0 | 74
flip-flops | 32 | 32
other | 0 | 1
[cells in the final DEF (no fill, tap or decap)]
cell type	instances
clkdlybuf4s50_1	33
dfrtp_1	32
buf_2	32
clkbuf_8	5
diode_2	1
clkbuf_1	1
bufinv_16	1
clkinv_2	1
buf_12	1
[report_power, final]
group          leakage (nW)  internal [mW]  switching, mW
Clock                0.0552          0.738          0.435
Combinational         0.264          0.160         0.0521
Sequential            0.373           1.36         0.0133
[stage by stage]
stage	cells	power, mW
CTS	173	2.82
global placement	165	1.68
global route	173	2.89
finish	174	2.76
detailed placement	165	1.68
floorplan	32	1.38
[per-layer routing]
metal | GRT usage, % | wire [µm] | vias to the layer above
met5 | 0 | 0 | -
met4 | 1.33 | 42 | 0
met3 | 4.69 | 381 | 4
met2 | 8.17 | 1050 | 43
met1 | 5.96 | 844 | 253
li1 | - | - | 244
[final timing paths]
| kind | start | to | cells after the start |
|---|---|---|---|
| max | out_final[12]$_DFF_PN0_ | out_final[12] | 1 |
| min | reset | out_final[5]$_DFF_PN0_ | 2 |
| max in group asynchronous | reset | out_final[19]$_DFF_PN0_ | 2 |
| min in group clk0 | in_final[21] | out_final[21]$_DFF_PN0_ | 1 |
[repair_timing]
item,4_1_cts,5_1_grt
endpoints found under the setup margin,32,0
gates resized,97,0
setup buffers,0,0
Power figures rest on the tool's default switching activity, not on a simulated workload.
