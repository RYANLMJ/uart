## flow/design.v

```verilog
module freqlcd(reset,clock,clk_50);
input reset,clock;
output clk_50;
reg clk_50;
integer clk_cnt;
always @(posedge clock or negedge reset) 
begin
if (reset==0)
begin
clk_cnt=0;
clk_50 =0;
end
else begin
if (clk_cnt>=24999) begin
clk_cnt=0;
clk_50<=~clk_50;
end else
clk_cnt=clk_cnt+1;
end
end
endmodule
module lcdcontroller(clk_50, reset, lcd_d, lcd_rs, lcd_rw, lcd_e, clock, tens_1, ones_1, tens_2, ones_2, tens_3, ones_3, tens_4, ones_4, tens_11, ones_11, tens_21, ones_21, tens_31, ones_31, tens_41, ones_41);
input reset, clock;
output[7:0] lcd_d;
output lcd_rs, lcd_rw, lcd_e ,clk_50;
wire rst;
wire clk_50;
input [7:0] tens_1, ones_1, tens_2, ones_2, tens_3, ones_3, tens_4, ones_4, tens_11, ones_11, tens_21, ones_21, tens_31, ones_31, tens_41, ones_41;
assign rst=~reset;
freqlcd U26 (rst,clock,clk_50);
textLCD U27 (clk_50, rst, lcd_d, lcd_rs, lcd_rw, lcd_e, tens_1, ones_1, tens_2, ones_2, tens_3, ones_3, tens_4, ones_4, tens_11, ones_11, tens_21, ones_21, tens_31, ones_31, tens_41, ones_41);
endmodule 
module textLCD(clk_50, reset, lcd_d, lcd_rs, lcd_rw, lcd_e, tens_1, ones_1, tens_2, ones_2, tens_3, ones_3, tens_4, ones_4, tens_11, ones_11, tens_21, ones_21, tens_31, ones_31, tens_41, ones_41);
input reset,clk_50;
output[7:0] lcd_d;
output lcd_rs, lcd_rw, lcd_e;
reg [8:0] lcd_cnt;
reg [7:0] lcd_db;
wire [7:0] lcd_d;
wire[7:0] lcd_state;
wire lcd_rs,lcd_rw,lcd_e;
input [7:0] tens_1, ones_1, tens_2, ones_2, tens_3, ones_3, tens_4, ones_4;
input [7:0] tens_11, ones_11, tens_21, ones_21, tens_31, ones_31, tens_41, ones_41;
always @(posedge clk_50 or negedge reset)
begin
if (reset==0) 
lcd_cnt = 0;
else 
begin
if (lcd_cnt == 9'b001101001)
lcd_cnt = 0;
else
lcd_cnt=lcd_cnt+1;
end
end
assign lcd_state={lcd_cnt[8:1]};
always @(posedge clk_50) begin
 case (lcd_state)
8'h00   :lcd_db=   8'b00111000;
8'h01   :lcd_db=   8'b00001000;
8'h02   :lcd_db=   8'b00000001;
8'h03   :lcd_db=   8'b00000110;
8'h04   :lcd_db=   8'b00001100;
8'h05   :lcd_db=   8'b00000011;
8'h06   :lcd_db=   8'h52;
8'h07   :lcd_db=   tens_11; 
8'h08   :lcd_db=   8'h2E;
8'h09   :lcd_db=   ones_11; 
8'h0A   :lcd_db=   8'h20;
8'h0B   :lcd_db=   tens_21; 
8'h0C   :lcd_db=   8'h2E;
8'h0D   :lcd_db=   ones_21; 
8'h0E   :lcd_db=   8'h20;
8'h0F   :lcd_db=   tens_31; 
8'h10   :lcd_db=   8'h2E;
8'h11   :lcd_db=   ones_31; 
8'h12   :lcd_db=   8'h20;
8'h13   :lcd_db=   tens_41; 
8'h14   :lcd_db=   8'h2E;
8'h15   :lcd_db=   ones_41; 
8'h16   :lcd_db=   8'hC0;
8'h17   :lcd_db=   8'h4D;
8'h18   :lcd_db=   tens_1; 
8'h19   :lcd_db=   8'h2E;
8'h1A   :lcd_db=   ones_1; 
8'h1B   :lcd_db=   8'h20;
8'h1C   :lcd_db=   tens_2; 
8'h1D   :lcd_db=   8'h2E;
8'h1E   :lcd_db=   ones_2; 
8'h1F   :lcd_db=   8'h20;
8'h20   :lcd_db=   tens_3; 
8'h21   :lcd_db=   8'h2E;
8'h22   :lcd_db=   ones_3; 
8'h23   :lcd_db=   8'h20;
8'h24   :lcd_db=   tens_4; 
8'h25   :lcd_db=   8'h2E;
8'h26   :lcd_db=   ones_4; 
default:lcd_db=8'h00;
endcase;
end
assign lcd_rw =1'b0;
assign lcd_e = lcd_cnt[0];
assign lcd_rs=((lcd_state >=8'h00 && lcd_state <=8'h05)||(lcd_state==8'h16))? 1'b0 : 1'b1;
assign lcd_d=lcd_db;
endmodule
```

## flow/run.sh

```bash
#!/bin/bash
# OpenROAD 26Q1-2900-gdf79404cd8, Yosys 0.63+post, stock flow scripts
make -C /OpenROAD-flow-scripts/flow DESIGN_CONFIG=/design/flow/config.mk WORK_HOME=/design/flow/orfs finish
```

## flow/config.mk

```make
export PLATFORM = sky130hd
export DESIGN_NAME = lcdcontroller
export DESIGN_NICKNAME = lcdcontroller
export VERILOG_FILES = /design/flow/design.v
export SDC_FILE = /design/flow/constraint.sdc
export NUM_CORES = 4
export LEC_CHECK = 1
export CORE_UTILIZATION = 50
```

## flow/constraint.sdc

```tcl
current_design lcdcontroller

set clk_period 3.9
set clk_io_pct 0.2

create_clock -name clk0 -period $clk_period [get_ports {clock}]

set non_clock_inputs [all_inputs -no_clocks]
set_input_delay [expr $clk_period * $clk_io_pct] -clock clk0 $non_clock_inputs
set_output_delay [expr $clk_period * $clk_io_pct] -clock clk0 [all_outputs]
```

==> flow_metrics.env <==
# source this file to load flow results
export IMPL_ys_seq_elements=50
export IMPL_max_freq_ghz=0.4263
export IMPL_avgSynthCellArea_um2=8.615
export IMPL_synthDistinctLibCells=62
export IMPL_critical_path_max_stage_delay_ns=0.71
export IMPL_syn_area_um2=3825
export IMPL_setup_violations=0
export IMPL_crit_path_max_fanout=19
export IMPL_layout_top_cell="clkdlybuf4s50_1"
export IMPL_ff_type="dfrtp_1"
export IMPL_wl_per_cell_um=17.89
export IMPL_fp_dieArea_um2=8004
export IMPL_cpMaxStageDelayCell="dfrtp_1"
export IMPL_nFillCells=528
export IMPL_gp_congestion=0.9417
export IMPL_grt_setup_unrepaired="false"
export IMPL_warnings=27
export IMPL_timing_hold_ws_ns=0.4956
export IMPL_initCoreUtil_pct=52.18
export IMPL_vdd_drop_max_uv=272.4
export IMPL_wirelength_um=11920
export IMPL_arrival_ns=1.57
export IMPL_multiInputGateArea_um2=2427
export IMPL_path_buffers=1
export IMPL_ant_nets=0
export IMPL_slew_viol_final=0
export IMPL_drt_initial_drc_count=259
export IMPL_finClkSkew_ns=0.005566
export IMPL_worstMarginPinSlew_ns=0.8779
export IMPL_vias_per_cell=5.866
export IMPL_cts_buffers=5
export IMPL_dp_worst_setup_slack_ns=1.826
export IMPL_final_design_area_no_fill_um2=5375
export IMPL_final_setup_worst_slack_ns=1.554
export IMPL_grt_pass1_vias=3744
export IMPL_diodes=0
export IMPL_cp_end_kind="output port"
export IMPL_max_slew_margin_rel_pct=40.65
export IMPL_crit_path_cell_trace="clkdlybuf4s50_1"
export IMPL_finalSetupTns_ns=0
export IMPL_power_density_nw_per_um2=155.1
export IMPL_cp_start_kind="register"
export IMPL_grt_ovfl_total=0
export IMPL_worst_path_dominant_cell_family="flip-flops"
export IMPL_status="complete, no violations"
export IMPL_track_usage_pct=31.72
export IMPL_period_needed_ns=2.346
export IMPL_num_io_pins=142
export IMPL_ys_cells=444
export IMPL_drc=0
export IMPL_post_cts_resized=0
export IMPL_std_cell_rows=31
export IMPL_antenna_found_initial=0
export IMPL_lay_top_cells="140 x clkdlybuf4s50_1, 50 x nor2_1, 41 x dfrtp_1"
export IMPL_flop_area_um2=1212
export IMPL_clock_latency_ns=0.28
export IMPL_vias=3907
export IMPL_cts_tree="yes"
export IMPL_hpwl_um=8941
export IMPL_async_flop_share_pct=84.00
export IMPL_required_ns=3.12
export IMPL_untimed_endpoints=27
export IMPL_min_period_over_period_pct=60.15
export IMPL_unclocked_pins=17
export IMPL_drive_gt1_share_pct=6.878
export IMPL_wl_met3_um=1006
export IMPL_die_h_um=89.47
export IMPL_met2_wirelength_um=5646
export IMPL_grt_max_degree=43
export IMPL_core_um2=7331
export IMPL_grt_pass1_wl_um=18540
export IMPL_min_path_type="reg -> reg"
export IMPL_dr_max_layer_used="met4"
export IMPL_yosys_stat_area_um2=3825
export IMPL_place_area_um2=5259
export IMPL_cts_setup_buffers=0
export IMPL_portBuffers=140
export IMPL_clkTransAtPathRegs_ns=0.06
export IMPL_cts_root_buf="clkbuf_8"
export IMPL_p_leak_nw=2.126
export IMPL_crit_type="reg -> out"
export IMPL_met1_length_um=5045
export IMPL_maxCapViolCount=0
export IMPL_edf_count=0
export IMPL_htree_levels=2
export IMPL_clock_tree_buffer_depth=2
export IMPL_ys_warn_count=2
export IMPL_syn2layout_area_growth_pct=40.53
export IMPL_cts_hold_buf=0
export IMPL_dr_pass1_iters=4
export IMPL_hold_viol_final=0
export IMPL_syn_inst=444
export IMPL_dieWidth_um=89.47
export IMPL_postSynthSeqShare_pct=31.67
[final cells by class]
| type | instances | share of cell area, % |
|---|---|---|
| clock buffer | 7 | 1.606 |
| clock inverter | 1 | 0.5587 |
| inverter | 7 | 0.4888 |
| multi-input combinational | 353 | 45.16 |
| sequential | 50 | 22.56 |
| tap | 99 | 2.304 |
| timing repair buffer | 149 | 27.33 |
[state kept, by name (all words and copies together), names as in the netlist]
register and flops:
U26.clk_50 1, U26.clk_cnt 32, U27.lcd_cnt 9, U27.lcd_db 8
[stage by stage]
stage | utilization, % | total power [W] | cells
finish | 73.32 | 0.0008337 | 666
global route | 73.32 | 0.0008641 | 666
CTS | 73.32 | 0.0008421 | 666
detailed placement | 71.74 | 0.0005152 | 658
global placement | 71.74 | 0.0005144 | 658
floorplan | - | 0.0003797 | 444
[cells in the mapped netlist, drive strengths merged (14+ instances only)]
cell   instances  area share (%)
and3          15             2.5
nand3         28             3.7
nor2          50             4.9
xor2          21             4.8
buf           21             3.0
nand4         14             2.5
o21ai         14             1.8
dfrtp         42              27
nor3          16             2.2
a21oi         14             1.8
nand2         32             3.1
xnor2         16             3.7
[report_power, final]
group	internal [W]	switching, W
clock	0.000208	0.000117
combinational	0.000129	0.0000365
sequential	0.000343	0
total	0.000680	0.000154
[layer usage]
layer	vias to the layer above	track usage (%)
met5	-	0
met4	0	8.225
met3	20	5.337
met2	157	53.44
met1	1848	44.01
li1	1882	-
[final timing paths]
| path | from | endpoint | slack, ns | depth (start not counted) |
|---|---|---|---|---|
| setup / recovery | U26.clk_50 | clk_50 | 1.55 | 1 |
| hold / removal | U26.clk_cnt[0] | U26.clk_cnt[0] | 0.50 | 1 |
| setup reg to reg | U26.clk_cnt[0] | U26.clk_50 | 1.81 | 7 |
| hold reg to reg | U26.clk_cnt[0] | U26.clk_cnt[0] | 0.50 | 1 |
| max in group asynchronous | reset | U26.clk_50 | 2.61 | 3 |
| min in group asynchronous | reset | U26.clk_cnt[21] | 0.93 | 3 |
[cells by family (layout without fill, tap and decap cells)]
| logic type | count (synthesis) | in the layout | synth area share (%) |
|---|---|---|---|
| other | 1 | 1 | 0.09804 |
| adder cells (fa/ha/maj) | 3 | 3 | 0.9815 |
| flip-flops | 50 | 50 | 31.66 |
| AND-OR/OR-AND | 85 | 85 | 16.03 |
| AND/OR/NAND/NOR | 201 | 201 | 28.46 |
| buffers and inverters | 41 | 164 | 4.972 |
| multiplexers | 26 | 26 | 9.323 |
| XOR/XNOR | 37 | 37 | 8.472 |
Power figures rest on the tool's default switching activity, not on a simulated workload.
