--- design/flow/config.mk ---
export PLATFORM = sky130hd
export DESIGN_NAME = conversion
export DESIGN_NICKNAME = conversion
export VERILOG_FILES = /design/flow/design.v
export SDC_FILE = /design/flow/constraint.sdc
export NUM_CORES = 4
export LEC_CHECK = 1
export CORE_AREA = 10 10 73 73
export DIE_AREA = 0 0 83 83
--- design/flow/constraint.sdc ---
current_design conversion

set clk_period 1.6
set clk_io_pct 0.2

create_clock -name clk0 -period $clk_period

set non_clock_inputs [all_inputs -no_clocks]
set_input_delay [expr $clk_period * $clk_io_pct] -clock clk0 $non_clock_inputs
set_output_delay [expr $clk_period * $clk_io_pct] -clock clk0 [all_outputs]
--- design/flow/design.v ---
module conversion(out_max, tens, ones);
 input[7:0] out_max;
 output[7:0] tens, ones;
 reg [7:0] tens, ones;
always @(out_max)
begin
case(out_max)
8'b00111111:   tens=8'h30;
8'b01000000:   tens=8'h30;
8'b01000001:   tens=8'h30;
8'b01000010:   tens=8'h30;
8'b01000011:   tens=8'h30;
8'b01000100:   tens=8'h30;
8'b01000101:   tens=8'h30;
8'b01000110:   tens=8'h30;
8'b01000111:   tens=8'h30;
8'b01001000:   tens=8'h30;
8'b01001001:   tens=8'h30;
8'b01001010:   tens=8'h30;
8'b01001011:   tens=8'h30;
8'b01001100:   tens=8'h30;
8'b01001101:   tens=8'h30;
8'b01001110:   tens=8'h30;
8'b01001111:   tens=8'h30;
8'b01010000:   tens=8'h30;
8'b01010001:   tens=8'h30;
8'b01010010:   tens=8'h30;
8'b01010011:   tens=8'h30;
8'b01010100:   tens=8'h30;
8'b01010101:   tens=8'h30;
8'b01010110:   tens=8'h30;
8'b01010111:   tens=8'h30;
8'b01011000:   tens=8'h30;
8'b01011001:   tens=8'h30;
8'b01011010:   tens=8'h30;
8'b01011011:   tens=8'h30;
8'b01011100:   tens=8'h30;
8'b01011101:   tens=8'h30;
8'b01011110:   tens=8'h30;
8'b01011111:   tens=8'h30;
8'b01100000:   tens=8'h30;
8'b01100001:   tens=8'h30;
8'b01100010:   tens=8'h30;
8'b01100011:   tens=8'h30;
8'b01100100:   tens=8'h30;
8'b01100101:   tens=8'h30;
8'b01100110:   tens=8'h30;
8'b01100111:   tens=8'h30;
8'b01101000:   tens=8'h30;
8'b01101001:   tens=8'h30;
8'b01101010:   tens=8'h30;
8'b01101011:   tens=8'h30;
8'b01101100:   tens=8'h30;
8'b01101101:   tens=8'h30;
8'b01101110:   tens=8'h30;
8'b01101111:   tens=8'h30;
8'b01110000:   tens=8'h30;
8'b01110001:   tens=8'h30;
8'b01110010:   tens=8'h30;
8'b01110011:   tens=8'h30;
8'b01110100:   tens=8'h30;
8'b01110101:   tens=8'h30;
8'b01110110:   tens=8'h30;
8'b01110111:   tens=8'h30;
8'b01111000:   tens=8'h30;
8'b01111001:   tens=8'h30;
8'b01111010:   tens=8'h30;
8'b01111011:   tens=8'h30;
8'b01111100:   tens=8'h30;
8'b01111101:   tens=8'h30;
8'b01111110:   tens=8'h30;
8'b01111111:   tens=8'h30;
8'b10000000:   tens=8'h30;
8'b10000001:   tens=8'h30;
8'b10000010:   tens=8'h30;
8'b10000011:   tens=8'h30;
8'b10000100:   tens=8'h30;
8'b10000101:   tens=8'h30;
8'b10000110:   tens=8'h30;
8'b10000111:   tens=8'h30;
8'b10001000:   tens=8'h30;
8'b10001001:   tens=8'h30;
8'b10001010:   tens=8'h30;
8'b10001011:   tens=8'h30;
8'b10001100:   tens=8'h30;
8'b10001101:   tens=8'h30;
8'b10001110:   tens=8'h30;
8'b10001111:   tens=8'h30;
8'b10010000:   tens=8'h30;
8'b10010001:   tens=8'h30;
8'b10010010:   tens=8'h30;
8'b10010011:   tens=8'h30;
8'b10010100:   tens=8'h30;
8'b10010101:   tens=8'h30;
8'b10010110:   tens=8'h30;
8'b10010111:   tens=8'h30;
8'b10011000:   tens=8'h30;
8'b10011001:   tens=8'h30;
8'b10011010:   tens=8'h30;
8'b10011011:   tens=8'h30;
8'b10011100:   tens=8'h30;
8'b10011101:   tens=8'h30;
8'b10011110:   tens=8'h30;
8'b10011111:   tens=8'h30;
8'b10100000:   tens=8'h30;
8'b10100001:   tens=8'h30;
8'b10100010:   tens=8'h30;
8'b10100011:   tens=8'h30;
8'b10100100:   tens=8'h30;
8'b10100101:   tens=8'h30;
8'b10100110:   tens=8'h30;
8'b10100111:   tens=8'h30;
8'b10101000:   tens=8'h30;
8'b10101001:   tens=8'h30;
8'b10101010:   tens=8'h30;
8'b10101011:   tens=8'h30;
8'b10101100:   tens=8'h30;
8'b10101101:   tens=8'h30;
8'b10101110:   tens=8'h30;
8'b10101111:   tens=8'h30;
8'b10110000:   tens=8'h30;
8'b10110001:   tens=8'h30;
8'b10110010:   tens=8'h30;
8'b10110011:   tens=8'h30;
8'b10110100:   tens=8'h30;
8'b10110101:   tens=8'h30;
8'b10110110:   tens=8'h30;
8'b10110110:   tens=8'h30;
8'b10110110:   tens=8'h30;
8'b10110110:   tens=8'h30;
8'b10111010:   tens=8'h30;
8'b10111011:   tens=8'h30;
8'b10111100:   tens=8'h30;
8'b10111101:   tens=8'h30;
8'b10111110:   tens=8'h31;
8'b10111111:   tens=8'h31;
8'b11000000:   tens=8'h31;
8'b11000001:   tens=8'h31;
8'b11000010:   tens=8'h31;
8'b11000011:   tens=8'h31;
8'b11000100:   tens=8'h31;
8'b11000101:   tens=8'h31;
8'b11000110:   tens=8'h31;
8'b11000111:   tens=8'h31;
8'b11001000:   tens=8'h31;
8'b11001001:   tens=8'h31;
8'b11001010:   tens=8'h31;
8'b11001011:   tens=8'h31;
8'b11001100:   tens=8'h31;
8'b11001101:   tens=8'h31;
8'b11001110:   tens=8'h31;
8'b11001111:   tens=8'h31;
8'b11010000:   tens=8'h31;
8'b11010001:   tens=8'h31;
8'b11010010:   tens=8'h31;
8'b11010011:   tens=8'h31;
8'b11010100:   tens=8'h31;
8'b11010101:   tens=8'h31;
8'b11010110:   tens=8'h31;
8'b11010111:   tens=8'h31;
8'b11011000:   tens=8'h31;
8'b11011001:   tens=8'h31;
8'b11011010:   tens=8'h31;
8'b11011011:   tens=8'h31;
8'b	11011101	:	tens=	8'h	31	;
8'b	11011110	:	tens=	8'h	31	;
8'b	11011111	:	tens=	8'h	32	;
8'b	11100000	:	tens=	8'h	32	;
8'b	11100001	:	tens=	8'h	32	;
8'b	11100010	:	tens=	8'h	32	;
8'b	11100011	:	tens=	8'h	32	;
8'b	11100100	:	tens=	8'h	32	;
8'b	11100101	:	tens=	8'h	32	;
8'b	11100110	:	tens=	8'h	33	;
8'b	11100111	:	tens=	8'h	33	;
8'b	11101000	:	tens=	8'h	33	;
8'b	11101001	:	tens=	8'h	33	;
8'b	11101010	:	tens=	8'h	33	;
8'b	11101011	:	tens=	8'h	34	;
8'b	11101100	:	tens=	8'h	34	;
8'b	11101101	:	tens=	8'h	34	;
8'b	11101110	:	tens=	8'h	35	;
8'b	11101111	:	tens=	8'h	36	;
8'b	11110000	:	tens=	8'h	38	;
8'b	11110001	:	tens=	8'h	38	;
8'b	11110010	:	tens=	8'h	38	;
8'b	11110011	:	tens=	8'h	38	;
8'b	11110100	:	tens=	8'h	38	;
8'b	11110101	:	tens=	8'h	38	;
8'b	11110110	:	tens=	8'h	38	;
8'b	11110111	:	tens=	8'h	38	;
8'b	11111000	:	tens=	8'h	38	;
8'b	11111001	:	tens=	8'h	39	;
8'b	11111010	:	tens=	8'h	39	;
8'b	11111011	:	tens=	8'h	39	;
8'b	11111100	:	tens=	8'h	39	;
8'b	11111101	:	tens=	8'h	39	;
8'b	11111110	:	tens=	8'h	39	;
8'b	11111111	:	tens=	8'h	39	;
default: tens=8'h30;
endcase
case(out_max)
8'b00111111:   ones=8'h31;
8'b01000000:   ones=8'h31;
8'b01000001:   ones=8'h31;
8'b01000010:   ones=8'h31;
8'b01000011:   ones=8'h31;
8'b01000100:   ones=8'h31;
8'b01000101:   ones=8'h31;
8'b01000110:   ones=8'h31;
8'b01000111:   ones=8'h31;
8'b01001000:   ones=8'h31;
8'b01001001:   ones=8'h31;
8'b01001010:   ones=8'h31;
8'b01001011:   ones=8'h31;
8'b01001100:   ones=8'h31;
8'b01001101:   ones=8'h31;
8'b01001110:   ones=8'h31;
8'b01001111:   ones=8'h31;
8'b01010000:   ones=8'h31;
8'b01010001:   ones=8'h31;
8'b01010010:   ones=8'h31;
8'b01010011:   ones=8'h31;
8'b01010100:   ones=8'h31;
8'b01010101:   ones=8'h31;
8'b01010110:   ones=8'h31;
8'b01010111:   ones=8'h31;
8'b01011000:   ones=8'h31;
8'b01011001:   ones=8'h31;
8'b01011010:   ones=8'h31;
8'b01011011:   ones=8'h31;
8'b01011100:   ones=8'h31;
8'b01011101:   ones=8'h31;
8'b01011110:   ones=8'h31;
8'b01011111:   ones=8'h31;
8'b01100000:   ones=8'h31;
8'b01100001:   ones=8'h31;
8'b01100010:   ones=8'h31;
8'b01100011:   ones=8'h31;
8'b01100100:   ones=8'h31;
8'b01100101:   ones=8'h31;
8'b01100110:   ones=8'h31;
8'b01100111:   ones=8'h31;
8'b01101000:   ones=8'h31;
8'b01101001:   ones=8'h31;
8'b01101010:   ones=8'h31;
8'b01101011:   ones=8'h32;
8'b01101100:   ones=8'h32;
8'b01101101:   ones=8'h32;
8'b01101110:   ones=8'h32;
8'b01101111:   ones=8'h32;
8'b01110000:   ones=8'h32;
8'b01110001:   ones=8'h32;
8'b01110010:   ones=8'h32;
8'b01110011:   ones=8'h32;
8'b01110100:   ones=8'h32;
8'b01110101:   ones=8'h32;
8'b01110110:   ones=8'h32;
8'b01110111:   ones=8'h32;
8'b01111000:   ones=8'h32;
8'b01111001:   ones=8'h32;
8'b01111010:   ones=8'h32;
8'b01111011:   ones=8'h32;
8'b01111100:   ones=8'h32;
8'b01111101:   ones=8'h33;
8'b01111110:   ones=8'h33;
8'b01111111:   ones=8'h33;
8'b10000000:   ones=8'h33;
8'b10000001:   ones=8'h33;
8'b10000010:   ones=8'h33;
8'b10000011:   ones=8'h33;
8'b10000100:   ones=8'h33;
8'b10000101:   ones=8'h33;
8'b10000110:   ones=8'h33;
8'b10000111:   ones=8'h33;
8'b10001000:   ones=8'h34;
8'b10001001:   ones=8'h34;
8'b10001010:   ones=8'h34;
8'b10001011:   ones=8'h34;
8'b10001100:   ones=8'h34;
8'b10001101:   ones=8'h34;
8'b10001110:   ones=8'h34;
8'b10001111:   ones=8'h34;
8'b10010000:   ones=8'h34;
8'b10010001:   ones=8'h34;
8'b10010010:   ones=8'h34;
8'b10010011:   ones=8'h34;
8'b10010100:   ones=8'h34;
8'b10010101:   ones=8'h34;
8'b10010110:   ones=8'h34;
8'b10010111:   ones=8'h34;
8'b10011000:   ones=8'h35;
8'b10011001:   ones=8'h35;
8'b10011010:   ones=8'h35;
8'b10011011:   ones=8'h35;
8'b10011100:   ones=8'h35;
8'b10011101:   ones=8'h35;
8'b10011110:   ones=8'h35;
8'b10011111:   ones=8'h35;
8'b10100000:   ones=8'h35;
8'b10100001:   ones=8'h35;
8'b10100010:   ones=8'h35;
8'b10100011:   ones=8'h35;
8'b10100100:   ones=8'h35;
8'b10100101:   ones=8'h36;
8'b10100110:   ones=8'h36;
8'b10100111:   ones=8'h36;
8'b10101000:   ones=8'h36;
8'b10101001:   ones=8'h36;
8'b10101010:   ones=8'h36;
8'b10101011:   ones=8'h36;
8'b10101100:   ones=8'h36;
8'b10101101:   ones=8'h36;
8'b10101110:   ones=8'h36;
8'b10101111:   ones=8'h36;
8'b10110000:   ones=8'h36;
8'b10110001:   ones=8'h36;
8'b10110010:   ones=8'h36;
8'b10110011:   ones=8'h36;
8'b10110100:   ones=8'h37;
8'b10110101:   ones=8'h37;
8'b10110110:   ones=8'h38;
8'b10110110:   ones=8'h38;
8'b10110110:   ones=8'h38;
8'b10110110:   ones=8'h39;
8'b10111010:   ones=8'h39;
8'b10111011:   ones=8'h39;
8'b10111100:   ones=8'h39;
8'b10111101:   ones=8'h39;
8'b	10111110	:	ones=	8'h	30	;
8'b	10111111	:	ones=	8'h	30	;
8'b	11000000	:	ones=	8'h	30	;
8'b	11000001	:	ones=	8'h	30	;
8'b	11000010	:	ones=	8'h	30	;
8'b	11000011	:	ones=	8'h	31	;
8'b	11000100	:	ones=	8'h	31	;
8'b	11000101	:	ones=	8'h	31	;
8'b	11000110	:	ones=	8'h	31	;
8'b	11000111	:	ones=	8'h	31	;
8'b	11001000	:	ones=	8'h	32	;
8'b	11001001	:	ones=	8'h	32	;
8'b	11001010	:	ones=	8'h	32	;
8'b	11001011	:	ones=	8'h	32	;
8'b	11001100	:	ones=	8'h	32	;
8'b	11001101	:	ones=	8'h	33	;
8'b	11001110	:	ones=	8'h	33	;
8'b	11001111	:	ones=	8'h	33	;
8'b	11010000	:	ones=	8'h	33	;
8'b	11010001	:	ones=	8'h	33	;
8'b	11010010	:	ones=	8'h	34	;
8'b	11010011	:	ones=	8'h	34	;
8'b	11010100	:	ones=	8'h	34	;
8'b	11010101	:	ones=	8'h	34	;
8'b	11010110	:	ones=	8'h	34	;
8'b	11010111	:	ones=	8'h	34	;
8'b	11011000	:	ones=	8'h	34	;
8'b	11011001	:	ones=	8'h	34	;
8'b	11011010	:	ones=	8'h	34	;
8'b	11011011	:	ones=	8'h	34	;
8'b	11011100	:	ones=	8'h	35	;
8'b	11011101	:	ones=	8'h	37	;
8'b	11011110	:	ones=	8'h	38	;
8'b	11011111	:	ones=	8'h	30	;
8'b	11100000	:	ones=	8'h	31	;
8'b	11100001	:	ones=	8'h	33	;
8'b	11100010	:	ones=	8'h	35	;
8'b	11100011	:	ones=	8'h	36	;
8'b	11100100	:	ones=	8'h	38	;
8'b	11100101	:	ones=	8'h	39	;
8'b	11100110	:	ones=	8'h	31	;
8'b	11100111	:	ones=	8'h	33	;
8'b	11101000	:	ones=	8'h	34	;
8'b	11101001	:	ones=	8'h	36	;
8'b	11101010	:	ones=	8'h	38	;
8'b	11101011	:	ones=	8'h	31	;
8'b	11101100	:	ones=	8'h	34	;
8'b	11101101	:	ones=	8'h	38	;
8'b	11101110	:	ones=	8'h	37	;
8'b	11101111	:	ones=	8'h	38	;
8'b	11110000	:	ones=	8'h	31	;
8'b	11110001	:	ones=	8'h	32	;
8'b	11110010	:	ones=	8'h	33	;
8'b	11110011	:	ones=	8'h	34	;
8'b	11110100	:	ones=	8'h	35	;
8'b	11110101	:	ones=	8'h	36	;
8'b	11110110	:	ones=	8'h	37	;
8'b	11110111	:	ones=	8'h	38	;
8'b	11111000	:	ones=	8'h	39	;
8'b	11111001	:	ones=	8'h	30	;
8'b	11111010	:	ones=	8'h	31	;
8'b	11111011	:	ones=	8'h	32	;
default: ones=8'h30;
endcase
end
endmodule
--- design/flow/run.sh ---
#!/bin/bash
# OpenROAD 26Q1-2900-gdf79404cd8, Yosys 0.63+post, stock flow scripts
make -C /OpenROAD-flow-scripts/flow DESIGN_CONFIG=/design/flow/config.mk WORK_HOME=/design/flow/orfs finish
==> impl_metrics.py <==
# Generated from Yosys and OpenROAD reports
metrics = {
    "outcome": {
        "result_of_the_run": "finished, violations left",
        "violated_checks": "negative setup slack",
    },
    "sta": {
        "timing_hold_violations_final": 0,
        "drv_slew": 0,
        "totalNegativeSetupSlack_ps": -1710,
        "post-route-min-period_ps": 2010,
        "hold_slack_ps": 1050,
        "min_period_over_period": 1.26,
        "setup_repair_after_global_routing_missed_its_margin": "yes",
        "final.setup.worst_slack_ps": -409,
        "clock.fmax_ghz": 0.498,
        "final-setup-viol-count": 6,
    },
    "floorplan": {
        "io_pins": 24,
        "chip_area_um2": 6890,
        "chip_width_um": 83,
        "placement_rows": 22,
        "initial_utilization": 0.237,
        "die_height_um": 83,
        "core_area_um2": 3740,
    },
    "synthesis": {
        "synth.area.mux_share": 0.0958,
        "synthesis.area_um2": 888,
        "yosys-stat-area_um2": 888,
        "yosysTopAreaCell": "sky130_fd_sc_hd__ha_1",
        "seq_total_area_yosys": 0,
        "post_synth_xor_area_fraction": 0,
        "logic_family": "AND-OR/OR-AND gates",
        "synth.yosys.warnings": 1,
        "synth.cellmix.adderShare": 0.197,
        "synth.top_cells.by_area": "sky130_fd_sc_hd__ha_1, sky130_fd_sc_hd__buf_4, sky130_fd_sc_hd__nor2_1",
        "post_synth_ao_oa_area_fraction": 0.310,
        "yosysUniqueCellTypes": 40,
        "synth-simple-area-share": 0.230,
        "average_size_of_a_mapped_cell_um2": 6.99,
        "top_cell_area_share": 0.197,
        "number_of_instances_in_the_synthesized_netlist": 127,
        "yosys_cells": 127,
    },
    "placement": {
        "numPortBuffers": 16,
        "placedInstanceArea_um2": 1350,
        "hpwlAfterDp_um": 2370,
        "last_weighted_congestion_value_of_the_routability_driven_placer": 0.912,
    },
    "global_routing": {
        "grt-ovfl-total": 0,
        "grt_start_max_net_pins": 13,
        "first_global_vias": 1085,
        "number_of_antenna_violations_at_the_first_check_in_global_routing": 0,
        "grt_pass1_wl_um": 5170,
        "grtUsageTotal": 0.0826,
    },
    "setup_path": {
        "critical_path_required_ps": 1280,
        "worstPathCellList": "buf_8 -> buf_8 -> ha_4 -> mux4_2 -> a221oi_2 -> o32ai_1 -> buf_2",
        "crit_path_top_delay_cell": "sky130_fd_sc_hd__mux4_2",
        "critical-path-top-cell-by-count": "sky130_fd_sc_hd__buf_8",
        "cp-start-kind": "input pin",
        "crit_fanout": 5,
        "arrival_ps": 1690,
        "path_buffers": 3,
        "gate_family_responsible_for_the_most_delay_along_the_worst_path": "multiplexers",
        "crit_path_kind": "in2out",
        "timing.critical_path.slowest_cell_delay_ps": 470,
        "timing.critical_path.to_type": "output port",
    },
    "worst_hold_path": {
        "hold_path.class": "in2out",
        "min_delay_path_depth": 4,
        "worst_hold_startpoint": "out_max[6]",
        "hold_end": "ones[1]",
    },
    "route": {
        "first_iter_violations": 51,
        "wl_um": 3060,
        "routed_wire_length_per_instance_um": 13.2,
        "drt-vias-per-instance": 4.74,
        "antenna_left": 0,
        "firstDrtPassIters": 6,
        "drc_errors": 0,
        "routed-via-count": 1099,
        "total_antenna_diodes_in_the_routed_design": 0,
    },
    "power_and_ir_drop": {
        "total_leakage_power_uw": 0.000735,
        "highest_ir_drop_seen_on_vdd_mv": 0.107,
        "total_power_uw": 398,
        "power_per_cell_area_nw_per_um2": 241,
    },
    "final_layout": {
        "combGateArea_um2": 977,
        "ff_latch_area_um2": 0,
        "area_growth_pct": 85.9,
        "seq_cells": 0,
        "n_fill_cell": 362,
        "n_clock_buffer": 0,
        "post-route-cell-area_um2": 1650,
        "final_core_utilization": 0.441,
        "final_layout_size_suffix_gt1_frac": 0.576,
    },
    "run": {
        "stage_log_warnings": 46,
        "max-cap-violations": 0,
    },
    "clock_tree": {
        "cts_hold_buf": 0,
    },
}
per-stage QoR:
step | std cells | worst slack (ps)
after detailed placement | 222 | -1230
final | 232 | -409
after global placement | 222 | -1240
after global routing | 232 | -459
after CTS | 229 | -422
after floorplan | 133 | -232
power breakdown:
group          switching, µW  total [µW]  internal (µW)
registers                  0           0              0
logic                    186         398            212
clock network              0           0              0
Yosys cell counts, drive strengths merged, types with 2 or more instances:
library cell / number
a221oi: 2
conb: 2
nor2b: 2
o22ai: 2
nand2: 12
a2111oi: 2
mux2i: 4
and3: 2
a21oi: 9
buf: 16
o21ai: 6
nand2b: 5
o221ai: 2
nor3: 4
inv: 7
mux2: 2
o41ai: 3
ha: 14
nor2: 15
cell families (layout without fill, tap and decap cells):
family	count (synthesis)	count (layout)
other	2	8
multiplexers	7	7
AND/OR/NAND/NOR	43	43
adder cells (fa/ha/maj)	14	14
AND-OR/OR-AND	37	37
buffers and inverters	24	75
placed cells by master, fill, tap and decap left out, types with 4 or more instances in the layout:
cell / instances
sky130_fd_sc_hd__mux2i_1: 4
sky130_fd_sc_hd__conb_1: 8
sky130_fd_sc_hd__a21oi_1: 8
sky130_fd_sc_hd__nand2_1: 8
sky130_fd_sc_hd__buf_2: 10
sky130_fd_sc_hd__ha_2: 5
sky130_fd_sc_hd__ha_1: 4
sky130_fd_sc_hd__nor2_1: 9
sky130_fd_sc_hd__buf_4: 35
sky130_fd_sc_hd__buf_6: 16
sky130_fd_sc_hd__nor3_1: 4
sky130_fd_sc_hd__ha_4: 5
sky130_fd_sc_hd__nand2b_1: 5
sky130_fd_sc_hd__buf_8: 4
worst min-delay path, stage by stage:
cell and delay, ps:
sky130_fd_sc_hd__buf_2 150, sky130_fd_sc_hd__nand2_1 90, sky130_fd_sc_hd__o32ai_1 70, sky130_fd_sc_hd__buf_2 110
worst max path at each step:
stage | start | to | slack [ps] | depth (start not counted)
CTS | out_max[1] | ones[1] | -420 | 7
global route | out_max[1] | ones[3] | -460 | 10
finish | out_max[1] | ones[1] | -410 | 7
timing repair:
action | CTS | global route
resized | 109 | 18
endpoints found under the setup margin | 8 | 7
buffers inserted | 8 | 3
pin swaps | 18 | 18
metal layers:
| layer | GRT usage | wire, µm |
|---|---|---|
| met5 | 0 | 0 |
| met4 | 0 | 9 |
| met3 | 0.00295 | 83 |
| met2 | 0.152 | 1520 |
| met1 | 0.109 | 1460 |
area by class of cell:
class,count,area share
well taps,48,0.0364
inverters,7,0.0205
multi-input cells,109,0.592
repair buffers,68,0.352
Power is estimated from default activity; no workload was simulated.
